==> design/flow/design.v <==
module counters(
    input clk,
    input reset,
    output [3:0] out
);
    reg cp1, cp2;
    reg [3:0] ps, ns;
    reg [3:0] counter1, counter2;
    reg [3:0] w; 
    always @(posedge clk) begin
        if (reset) ps <= 0;
        else ps <= ns;
    end
    always @(posedge clk) begin
        if (reset) counter1 <= 4'b0000;
        else if (cp1) counter1 <= counter1 + 1;
    end
    always @(posedge clk) begin
        if (reset) counter2 <= 4'b0000;
        else if (cp2) counter2 <= counter2 + 1;
    end
    always @(*) begin
        ns = 0;
        cp1 = 0;
        cp2 = 0;
        case (ps)
        0: begin
            cp1 = 1;
            cp2 = 1;
            ns = 1;
        end
        1: begin
            cp1 = 1;
            cp2 = 1;
            ns = 2;
        end
        2: begin
            cp1 = 1;
            cp2 = 1;
            ns = 3;
        end
        3: begin
            cp1 = 1;
            cp2 = 1;
            ns = 4;
        end
        4: begin
            cp2 = 1;
            ns = 5;
        end
        5: begin
            cp2 = 1;
            ns = 6;
        end
        6: begin
            cp2 = 1;
            ns = 7;
        end
        7: begin
            cp2 = 1;
            ns = 8;
        end
        8: begin
            cp2 = 1;
            ns = 9;
        end
        9: begin
            w <= counter1 + counter2;
            ns = 9;
        end
        endcase
    end
    assign out = w;
endmodule
==> design/flow/run.sh <==
#!/bin/bash
# OpenROAD 26Q1-2900-gdf79404cd8, Yosys 0.63+post, stock flow scripts
make -C /OpenROAD-flow-scripts/flow DESIGN_CONFIG=/design/flow/config.mk WORK_HOME=/design/flow/orfs finish
==> design/flow/config.mk <==
export PLATFORM = sky130hd
export DESIGN_NAME = counters
export DESIGN_NICKNAME = counters
export VERILOG_FILES = /design/flow/design.v
export SDC_FILE = /design/flow/constraint.sdc
export NUM_CORES = 4
export LEC_CHECK = 1
export CORE_AREA = 10 10 94 94
export DIE_AREA = 0 0 104 104
==> design/flow/constraint.sdc <==
current_design counters

set clk_period 2.6
set clk_io_pct 0.2

create_clock -name clk0 -period $clk_period [get_ports {clk}]

set non_clock_inputs [all_inputs -no_clocks]
set_input_delay [expr $clk_period * $clk_io_pct] -clock clk0 $non_clock_inputs
set_output_delay [expr $clk_period * $clk_io_pct] -clock clk0 [all_outputs]
==> flow_metrics.env <==
# source this file to load flow results
export IMPL_io_pin_count=6
export IMPL_min_period_ns=1.74
export IMPL_yosys_stat_area_um2=850
export IMPL_cts_resized_gates=0
export IMPL_critPathArrivalTime_ns=1.88
export IMPL_antenna_violating_nets_post_route=0
export IMPL_synth_cell_area_um2=850
export IMPL_top_cells_by_area="sky130_fd_sc_hd__dfxtp_1 (42%), sky130_fd_sc_hd__ha_1 (7.4%), sky130_fd_sc_hd__dlxtp_1 (7.1%)"
export IMPL_gp_congestion=0.728
export IMPL_pwr_per_cell_area_nw_per_um2=558
export IMPL_endpoints_left_unconstrained=8
export IMPL_antenna_violations_before_repair=0
export IMPL_max_slew_headroom=0.552
export IMPL_post_place_ws_ns=0.682
export IMPL_remaining_drc_errors=0
export IMPL_dpl_hpwl_um=1100
export IMPL_global_route_wire_length_before_repair_um=2580
export IMPL_initialDrtViolationCount=53
export IMPL_vdd_drop_max_mv=0.171
export IMPL_cts_tree="yes"
export IMPL_die_h_um=104
export IMPL_worstSetupPathType="reg -> reg"
export IMPL_slew_viol_final=0
export IMPL_final_hold_viol_count=0
export IMPL_synth_cells=83
export IMPL_drv_max_cap_violation_count=0
export IMPL_report_final_setup_viol=0
export IMPL_max_clock_freq_mhz=573
export IMPL_postCtsHoldBufs=0
export IMPL_r2r_slack_ns=0.86
export IMPL_route_final_wire_length_um=1470
export IMPL_synth_largest_type_area_fraction=0.424
export IMPL_number_of_register_pins_that_no_clock_reaches=4
export IMPL_final_min_period_over_clock_period=0.671
export IMPL_finClkSkew_ns=0.000633
export IMPL_startpoint="ps[8]"
export IMPL_die_width_um=104
export IMPL_synth_lib_cells_used_distinct=27
export IMPL_drt_pass1_iterations=4
export IMPL_grt_start_max_net_pins=14
export IMPL_routed_via_density=2.98
export IMPL_critPathRequiredTime_ns=2.74
export IMPL_global_route_overflow=0
export IMPL_min_delay_startpoint="ps[9]"
export IMPL_start_kind="flip-flop"
export IMPL_number_of_buffers_inserted_to_repair_setup_after_cts=0
export IMPL_timing_critical_path_fanout_max=7
export IMPL_floorplan_core_area_um2=6830
export IMPL_r2r_start="ps[8]"
export IMPL_via_count_of_the_first_global_routing_pass=530
export IMPL_area_growth_syn_to_layout_pct=25.2
export IMPL_run_status="finished, final reports clean"
export IMPL_routedWlPerCell_um=7.88
export IMPL_synth_area_leader_cell="sky130_fd_sc_hd__dfxtp_1"
export IMPL_diodes=0
export IMPL_clock_root_buffer="sky130_fd_sc_hd__clkbuf_8"
export IMPL_worst_slew_pin_transition_ns=0.666
export IMPL_initial_utilization=0.124
export IMPL_port_buffers=5
export IMPL_ys_cells=83
export IMPL_post_route_cells_drive_above_1_share=0.0778
export IMPL_die_area_um2=10800
export IMPL_synth_flops=22
export IMPL_tritoncts_num_buffers=3
export IMPL_worstHoldPathType="reg -> reg"
export IMPL_grt_total_usage=0.0285
export IMPL_power_leakage_uw=0.000425
export IMPL_cts_htree_levels=1
export IMPL_path_clk_slew_ns=0.06
export IMPL_cts_buffer_depth=2
export IMPL_finalSetupTns_ns=0
export IMPL_placementRows=30
export IMPL_grt_setup_unrepaired="no"
export IMPL_average_size_of_a_mapped_cell_um2=10.2
export IMPL_worstSkewPairLatency_ns=0.25
export IMPL_setup_worst_path_end_class="flip-flop"
export IMPL_setup_ws_final_ns=0.856
export IMPL_total_tool_warning_count=25
export IMPL_synth_warning_count=1
export IMPL_overall_via_count_from_detail_route=554
## cells in the final DEF (no fill, tap or decap), types with 2 or more instances in the layout
cell,instances
sky130_fd_sc_hd__dfxtp_1,18
sky130_fd_sc_hd__nor2b_1,9
sky130_fd_sc_hd__nor2_1,6
sky130_fd_sc_hd__a21oi_1,5
sky130_fd_sc_hd__ha_1,5
sky130_fd_sc_hd__clkdlybuf4s50_1,5
sky130_fd_sc_hd__nand2b_1,4
sky130_fd_sc_hd__clkbuf_8,4
sky130_fd_sc_hd__dlxtp_1,4
sky130_fd_sc_hd__o21ai_0,3
sky130_fd_sc_hd__or3_1,3
sky130_fd_sc_hd__xor2_1,2
sky130_fd_sc_hd__xnor2_1,2
sky130_fd_sc_hd__or4_1,2
sky130_fd_sc_hd__nor4_1,2
sky130_fd_sc_hd__nand3_1,2
sky130_fd_sc_hd__nand2_1,2
sky130_fd_sc_hd__nor3b_1,2
## layout make-up
cell class	instances	area, um^2
flip-flops and latches	22	420
clock buffers	4	55.1
multi-input cells	57	407
inverters	1	3.75
well taps	96	120
fillers	788	5770
repair buffers	6	57.6
## registers in the layout (all words and copies together) (netlist names)
register and flops:
counter2 4, ps 10, w 4, counter1 4
## cells by family after synthesis
kind of cell / count (synthesis) / share of synthesized area
and+or+nand+nor: 35 / 0.247
muxes: 2 / 0.0250
latches: 4 / 0.0707
buffers and inverters: 4 / 0.0265
DFF: 18 / 0.424
xor gates and xnor gates: 4 / 0.0412
AOI/OAI and AO/OA: 10 / 0.0677
adders and majority gates: 6 / 0.0972
## where the power goes
part	internal [uW]	switching [uW]	leakage (uW)	total, uW
combinational	29.5	28.2	0.000219	57.7
clock	134	88.8	0.0000288	223
sequential	293	18.6	0.000177	312
total	457	136	0.000425	593
## critical path, cell delays in order (launching register included)
cell,delay [ns]
sky130_fd_sc_hd__dfxtp_1,0.33
sky130_fd_sc_hd__or4_4,0.60
sky130_fd_sc_hd__o311a_1,0.34
sky130_fd_sc_hd__or3_1,0.36
## worst paths after layout
check                           cells past startpoint           to
worst max-delay path                                3  counter2[3]
worst min-delay path                                1        ps[1]
worst max register to register                      3  counter2[3]
worst min register to register                      1        ps[1]
## synthesized netlist by cell type, drive strengths merged
cell type and number:
a21o 1, a21oi 5, and3 1, buf 1
clkbuf 2, dfxtp 18, dlxtp 4, fa 1
ha 5, inv 1, mux2 1, mux2i 1
nand2 2, nand2b 4, nand3 2, nor2 6
nor2b 9, nor3 1, nor3b 2, nor4 2
o21ai 3, o311a 1, or3 3, or4 3
xnor2 2, xor2 2
## per-layer routing
metal / wire length (um) / GRT usage / share of wire
met3: 84 / 0.0144 / 0.057
met4: 29 / 0.00596 / 0.020
met1: 894 / 0.0447 / 0.61
met2: 456 / 0.0324 / 0.31
met5: 0 / 0 / 0
## metrics by stage
step                      hold slack [ns]  instance area [um^2]  instances  total power [uW]   util
after floorplan                     0.428                   850         83               361      -
after CTS                           0.459                  1060        186               601  0.156
after global placement              0.443                  1010        182               375  0.148
after detailed placement            0.443                  1010        182               376  0.148
after global routing                0.475                  1060        186               624  0.156
final                               0.458                  1060        186               593  0.156
No activity file was given, so power comes from the tool's default toggle rates.
