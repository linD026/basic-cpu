==> design.v <==
module counter_ports (
    input clk,
    input reset,
    output [9:0] port_a,
    output [9:0] port_b
);
    parameter STATE_PORT_NONE = 2'b00;
    parameter STATE_PORT_A = 2'b01;
    parameter STATE_PORT_B = 2'b10;
    reg [4:0] ps, ns;
    reg [1:0] port_select;
    reg cnt;
    reg [9:0] __port_a, __port_b, counter, buffer;
    wire [9:0] sum;
    always @(posedge clk) begin
        if (reset) ps <= 0;
        else ps <= ns;
    end
    always @(posedge clk) begin
        if (reset) counter <= 0;
        else if (cnt) counter <= counter + 1;
    end
    assign sum = counter + buffer;
    always @(posedge clk) begin
        if (reset) buffer <= 0;
        else buffer <= sum;
    end
    always @(*) begin
        cnt = 1;
        ns = 0;
        port_select = STATE_PORT_NONE;
        case (ps)
        0: ns = 1;
        1: ns = 2;
        2: ns = 3;
        3: ns = 4;
        4: ns = 5;
        5: ns = 6;
        6: ns = 7;
        7: ns = 8;
        8: ns = 9;
        9: ns = 10;
        10: begin
            port_select = STATE_PORT_A; 
            ns = 11;
        end
        11: ns = 12;
        12: ns = 13;
        13: ns = 14;
        14: ns = 15;
        15: ns = 16;
        16: ns = 17;
        17: ns = 18;
        18: ns = 19;
        19: ns = 20;
        20: begin
            port_select = STATE_PORT_B;
            ns = 21;            
        end 
        21: begin
            cnt = 0;
            ns = 21;
        end
        endcase
    end
    always @(posedge clk) begin
        if (reset) begin
            __port_a <= 0;
            __port_b <= 0;            
        end
        else if (port_select == STATE_PORT_A) __port_a <= sum;
        else if (port_select == STATE_PORT_B) __port_b <= sum;
    end
    assign port_a = __port_a;
    assign port_b = __port_b;
endmodule
==> run.sh <==
#!/bin/bash
# OpenROAD 26Q1-2900-gdf79404cd8, Yosys 0.63+post, stock flow scripts
make -C /OpenROAD-flow-scripts/flow DESIGN_CONFIG=/design/flow/config.mk WORK_HOME=/design/flow/orfs finish
==> config.mk <==
export PLATFORM = sky130hd
export DESIGN_NAME = counter_ports
export DESIGN_NICKNAME = counter_ports
export VERILOG_FILES = /design/flow/design.v
export SDC_FILE = /design/flow/constraint.sdc
export NUM_CORES = 4
export LEC_CHECK = 1
export CORE_UTILIZATION = 40
==> constraint.sdc <==
current_design counter_ports

set clk_period 3.4
set clk_io_pct 0.2

create_clock -name clk0 -period $clk_period [get_ports {clk}]

set non_clock_inputs [all_inputs -no_clocks]
set_input_delay [expr $clk_period * $clk_io_pct] -clock clk0 $non_clock_inputs
set_output_delay [expr $clk_period * $clk_io_pct] -clock clk0 [all_outputs]
==> flow_summary_export.csv <==
group,metric,value,unit
outcome,outcome,"finished, final reports clean",
cts,path_clk_slew,0.09,ns
critical_path,critPathTopFamily,"AND-OR/OR-AND gates",
sta,worst_pin_slew,0.521,ns
layout,drive_gt1_frac,0.0472,
critical_path,startpoint_type,"flop",
critical_path,criticalPathCategory,"reg -> reg",
critical_path,crit_slowest_cell,"o31ai_1",
floorplanning,ios,22,
critical_path,arrival,2.16,ns
logic_synthesis,synth_flops,48,
critical_path,slowest_delay,0.46,ns
critical_path,worstSetupStartpoint,"counter[1]",
power,power-per-cell-area,398,mW/mm²
layout,postLayoutCellArea,0.00253,mm²
sta,setup_tns,0,ns
sta,hold_violations,0,
global_routing,grt_pass1_wl,6940,µm
floorplanning,die_x,75.5,µm
sta,setup_viol,0,
logic_synthesis,adder_share,0.0787,
critical_path,rr_startpoint,"counter[1]",
logic_synthesis,aoi_share,0.192,
cts,clock_sinks,48,
global_routing,track_usage,0.164,
logic_synthesis,synth_stat.cells,233,
drt,wl,4220,µm
critical_path,rrSetupSlack,1.42,ns
min_path,hold_start,"ns[0]",
global_routing,grt_overflow,0,
drt,antennaDiodeCount,0,
floorplanning,die_area,0.00571,mm²
logic_synthesis,ys_warn_count,1,
floorplanning,row_count,26,
run,warnings,26,
cts,post_cts_resize_count,0,
global_routing,grt_pass1_vias,1447,
cts,root_buffer,"clkbuf_8",
logic_synthesis,ys_sh_mux,0.0231,
logic_synthesis,edf_count,0,
sta,slew_viol_final,0,
critical_path,rr_endpoint,"__port_a[7]",
critical_path,crit_path_end_kind,"flop",
logic_synthesis,yosys.stat.seqShare,0.444,
logic_synthesis,async_flop_share,0,
drt,drt_iter0_drc,103,
critical_path,r2r_cells,5,
logic_synthesis,synthTopLogicFamily,"AND-OR/OR-AND gates",
logic_synthesis,synth_area_per_cell,9.28,µm²
drt,routedWlPerCell,13.0,µm
critical_path,critPathRequiredTime,3.58,ns
drt,viasPerCell,5.07,
floorplanning,die_h,75.5,µm
placement,dpl.hpwl,2920,µm
logic_synthesis,netlist_area,0.00216,mm²
drt,vias,1642,
drt,drc,0,
logic_synthesis,synth.distinct_cells,40,
drt,drt-pass1-iter-count,4,
floorplanning,coreArea,0.00517,mm²
sta,fin_crit_sh,0.583,
critical_path,critPathBufInv,0,
critical_path,crit_fanout,5,
sta,max-slew-margin-rel,0.650,
drt,ant_nets,0,
critical_path,cp_cell_sequence,"ha_1 -> a211o_1 -> a21o_1 -> o31ai_1 -> o32ai_1",
global_routing,grt_max_degree,49,
cts,numCtsBuffers,5,
logic_synthesis,synthCells,233,
min_path,hold_end,"port_select[1]",
cts,clock_tree.buffer_depth,2,
cts,hold_buffers,0,
global_routing,grt_antenna_before_repair,0,
critical_path,cp.depth,5,
sta,period_needed,1.98,ns
sta,rsz0062_at_grt,"false",
logic_synthesis,xor_share,0.0445,
run,cap_violations,0,
cts,cts_max_level,2,
min_path,hold_path.class,"reg -> reg",
layout,areaGrowthSynthToFinish,16.8,%
cts,tritoncts,"done",
floorplanning,floorplan.core_util,0.418,
logic_synthesis,ff_type,"dfxtp_1",
logic_synthesis,yosys-stat-area,0.00216,mm²
placement,postPlaceCellArea,0.00245,mm²
min_path,min_path_cells,1,
sta,fin_skew,0.00369,ns
placement,gp_congestion,0.799,
placement,port_buffers,21,
cts,clkLatencyLatePin,0.30,ns
sta,fmax,0.504,GHz
cts,cts_setup_buffers,0,
power,ir_drop,0.000301,V
power,leakage,0.998,nW
logic_synthesis,synthSimpleGateAreaFrac,0.188,
## power by group
| part | switching (mW) | internal (mW) | total (mW) | leakage, nW |
|---|---|---|---|---|
| clock network | 0.190 | 0.140 | 0.330 | 0.0400 |
| logic | 0.0476 | 0.0378 | 0.0854 | 0.570 |
| registers | 0.0128 | 0.577 | 0.590 | 0.389 |
## synthesized netlist by cell type, drive strengths merged (2+ instances only)
cell type	n	share of area
o21ai	7	0.016
a21oi	14	0.032
nand2	11	0.019
o32ai	6	0.024
a22oi	2	0.0069
nor2b	9	0.026
o21a	3	0.010
o22ai	4	0.012
and3	2	0.0058
inv	7	0.012
nor3	8	0.019
mux2i	5	0.023
nand4	3	0.0087
a311oi	4	0.016
nand2b	12	0.035
a211oi	2	0.0069
o31a	2	0.0087
clkbuf	10	0.017
ha	12	0.069
o211a	2	0.0093
xnor2	6	0.024
nor2	24	0.042
a2bb2oi	2	0.0081
xor2	5	0.020
a21o	6	0.021
or3	3	0.0087
dfxtp	48	0.44
nand3	3	0.0069
## how the worst max path moves through the flow
stage / endpoint / slack (ns)
4_1_cts: __port_b[8] / 1.44
6_report: __port_a[7] / 1.42
5_1_grt: __port_b[6] / 1.34
## per-layer routing
layer	routed length, µm	track usage
met5	0	0
met4	46	0.0206
met3	176	0.0295
met2	1710	0.216
met1	2290	0.291
## cells in the final DEF (no fill, tap or decap), types with 6 or more instances in the layout
| cell type | instances |
|---|---|
| dfxtp_1 | 48 |
| nor2_1 | 24 |
| clkdlybuf4s50_1 | 21 |
| a21oi_1 | 14 |
| nand2b_1 | 12 |
| ha_1 | 12 |
| nand2_1 | 11 |
| nor2b_1 | 9 |
| nor3_1 | 8 |
| inv_1 | 7 |
| o21ai_0 | 7 |
| a21o_1 | 6 |
| o32ai_1 | 6 |
| xnor2_1 | 6 |
## sequential cells by signal, summed over array words and instances, names as in the netlist
signal / cells
__port_a: 10
__port_b: 10
buffer: 10
counter: 10
ns: 5
port_select: 2
cnt: 1
## worst reg2reg max path, cell delays in order, from the launching register on
cell and delay [ns]:
dfxtp_1 0.41, ha_1 0.27, a211o_1 0.34, a21o_1 0.23, o31ai_1 0.46, o32ai_1 0.16
## kinds of logic (layout without fill, tap and decap cells)
logic type                 after synthesis  in the layout
and+or+nand+nor                         80             80
muxes                                    5              5
DFF                                     48             48
adders and majority gates               13             13
AOI/OAI and AO/OA                       59             59
xor gates and xnor gates                11             11
buffers and inverters                   17             38
## per-stage QoR
step	setup WS [ns]	utilization	power, mW	std cells	hold slack, ns
global placement	1.29	0.473	0.688	317	0.446
global route	1.34	0.489	1.06	324	0.496
floorplan	1.59	-	0.668	233	0.422
CTS	1.44	0.489	1.02	324	0.460
finish	1.42	0.489	1.01	324	0.459
detailed placement	1.25	0.473	0.689	317	0.445
## layout make-up
cell class,count,area (µm²)
inverter,7,26.3
clock inverter,2,12.5
tap,70,87.6
timing repair buffer,24,233
clock buffer,5,68.8
multi-input combinational,168,1140
fill,487,2650
sequential,48,961
Power and IR drop assume default switching activity.
