`flow/design.v`:
```
module ROM(
output [13:0] Rom_data_out, 
input [10:0] Rom_addr_in
);
    reg   [13:0] data;
    always @(*)
        begin
            case (Rom_addr_in)
				11'h0:	data = 14'h3044;		 
				11'h1:	data = 14'h3E01;		 
				11'h2:	data = 14'h3802;		 
				11'h3:	data = 14'h39FE;		 
				11'h4:	data = 14'h3C47;		 
				11'h5:	data = 14'h3A55;		 
				11'h6:	data = 14'h3AAA;		 
				default:data = 14'hX;
            endcase
        end
     assign Rom_data_out = data;
endmodule
module cpu (
    input reset,
    input clk,
    output [7:0] w_q_out
);
    parameter T0_INIT = 0;
    parameter T1 = 1;
    parameter T2 = 2;
    parameter T3 = 3;    
    parameter T4 = 4;
    parameter T5 = 5;
    parameter T6 = 6;
    reg load_pc, load_mar, load_ir, load_w;
    wire [10:0] pc_next;
    reg [10:0] pc_q, mar_q;
    wire [13:0] rom_out;
    reg [13:0] ir_q;
    reg [4:0] ps, ns;
    reg [7:0] w_q;
    reg [7:0] alu_q;
    reg [3:0] op;
    wire ADDLW, SUBLW, ANDLW, IORLW, XORLW, MOVLW;
    always @(posedge clk) begin
      if (reset) ps <= 0;
      else ps <= ns;
    end
    assign pc_next = pc_q + 1;
    always @(posedge clk) begin
        if (reset) pc_q <= 0;
        else if (load_pc) pc_q <= pc_next; 
    end
    always @(posedge clk) begin
        if (load_mar) mar_q <= pc_q;
    end
    ROM __rom(
        .Rom_addr_in(mar_q),
        .Rom_data_out(rom_out)
    );
    always @(posedge clk) begin
        if (reset) ir_q <= 0;
        else if (load_ir) ir_q <= rom_out;
    end
    parameter OP_ADDLW = 0;
    parameter OP_SUBLW = 1;
    parameter OP_ANDLW = 2;
    parameter OP_IORLW = 3;
    parameter OP_XORLW = 4;
    parameter OP_MOVLW = 5;
    always @(*) begin
      case (op)
      OP_ADDLW: alu_q = ir_q[7:0] + w_q;
      OP_SUBLW: alu_q = ir_q[7:0] - w_q;
      OP_ANDLW: alu_q = ir_q[7:0] & w_q;
      OP_IORLW: alu_q = ir_q[7:0] | w_q;
      OP_XORLW: alu_q = ir_q[7:0] ^ w_q;
      OP_MOVLW: alu_q = ir_q[7:0];
      default: alu_q = 8'bx;
      endcase
    end
    always @(posedge clk) begin
        if (reset) w_q <= 0;
        if (load_w) w_q <= alu_q;
    end
    assign MOVLW = (ir_q[13:8] == 6'b11_0000);
    assign ADDLW = (ir_q[13:8] == 6'b11_1110);
    assign SUBLW = (ir_q[13:8] == 6'b11_1100);
    assign ANDLW = (ir_q[13:8] == 6'b11_1001);
    assign IORLW = (ir_q[13:8] == 6'b11_1000);
    assign XORLW = (ir_q[13:8] == 6'b11_1010);
    always @(*) begin
      load_pc = 0;
      load_mar = 0;
      load_ir = 0;
      load_w = 0;
      ns = T0_INIT;
      case (ps)
          T0_INIT: ns = T1;
          T1: begin
              load_mar = 1;
              ns = T2;
          end
          T2: begin
              load_pc = 1;
              ns = T3;
          end
          T3: begin
              load_ir = 1;
              ns = T4;
          end
          T4: begin
              if (MOVLW) begin
                  load_w = 1;
                  op = OP_MOVLW;
              end
              if (ADDLW) begin
                  load_w = 1;
                  op = OP_ADDLW;
              end
              if (SUBLW) begin
                  load_w = 1;
                  op = OP_SUBLW;
              end
              if (ANDLW) begin
                  load_w = 1;
                  op = OP_ANDLW;
              end
              if (IORLW) begin
                  load_w = 1;
                  op = OP_IORLW;
              end
              if (XORLW) begin
                  load_w = 1;
                  op = OP_XORLW;
              end
              ns = T5;
          end
          T5: begin
              ns = T6;
          end
          T6: begin
              ns = T1;
          end
      endcase
    end
     assign w_q_out = w_q;
endmodule
```
`flow/constraint.sdc`:
```
current_design cpu

set clk_period 5.5
set clk_io_pct 0.2

create_clock -name clk0 -period $clk_period [get_ports {clk}]

set non_clock_inputs [all_inputs -no_clocks]
set_input_delay [expr $clk_period * $clk_io_pct] -clock clk0 $non_clock_inputs
set_output_delay [expr $clk_period * $clk_io_pct] -clock clk0 [all_outputs]
```
`flow/config.mk`:
```
export PLATFORM = sky130hd
export DESIGN_NAME = cpu
export DESIGN_NICKNAME = cpu
export VERILOG_FILES = /design/flow/design.v
export SDC_FILE = /design/flow/constraint.sdc
export NUM_CORES = 4
export LEC_CHECK = 1
export CORE_UTILIZATION = 50
```
`flow/run.sh`:
```
#!/bin/bash
# OpenROAD 26Q1-2900-gdf79404cd8, Yosys 0.63+post, stock flow scripts
make -C /OpenROAD-flow-scripts/flow DESIGN_CONFIG=/design/flow/config.mk WORK_HOME=/design/flow/orfs finish
```
==> GITHUB_STEP_SUMMARY <==
## Synthesis and layout report

| Metric | Value |
|---|---|
| Chip area | `6000 µm²` |
| Max Clk Rate | `373 MHz` |
| Setup TNS | `0 ns` |
| Pwr Density | `208 nW/µm²` |
| Gr ovfl total | `0` |
| Hold_sp | `ps[0]$_DFF_P_` |
| Synth Area in Simple Gates | `18.6%` |
| Port Buf Inserts | `9` |
| IO Pins | `10` |
| Initial antenna violation count | `0` |
| CP required | `5.59 ns` |
| Synth top cell by count | `dfxtp_1` |
| Post-cts sizing count | `0` |
| Synth top area share | `20.1%` |
| RSZ-0062 raised after global routing | `no` |
| Critical Path AT | `2.76 ns` |
| Crit Path Class | `register to register` |
| First-pass GRT wire length | `8.88 mm` |
| WL per Instance | `13.5 µm` |
| Reg-to-reg startpoint | `w_q[0]$_SDFFCE_PN0P_` |
| Layout area overhead | `8.14%` |
| Number of enable flip-flop cells | `19` |
| CTS Buf Count | `5` |
| Netlist Area Pre-Place | `2850 µm²` |
| Total power | `0.000639 W` |
| ANT cells | `0` |
| Vias | `2006` |
| Fin area | `3080 µm²` |
| Late-Pin Clk Latency | `0.30 ns` |
| Hpwl dp | `3.72 mm` |
| Ys flops | `50` |
| Vias/cell | `5.35` |
| AND-OR/OR-AND Cells, Area Fraction | `13.0%` |
| Post-synth ARST share | `0%` |
| Iteration tally of the first detailed-router pass | `4` |
| Fraction of layout cells with a size suffix above 1 | `6.27%` |
| Global Route Usage Sum | `19.1%` |
| Worst R2R Path Depth | `10` |
| YS warnings | `2` |
| # DRC | `0` |
| Reg2Reg Setup Slack | `2.82 ns` |
| Largest net degree at the start of global routing | `30` |
| Post-synth top flop | `dfxtp_1` |
| Top cells by area | `edfxtp_1 (20%), dfxtp_1 (20%), ha_1 (11%)` |
| Ys cells | `297` |
| Register pins left without a clock | `3` |
| YS chip area | `2850 µm²` |
| Cells after DPL | `367` |
| Crit path max fanout | `5` |
| Leakage power | `1.20 nW` |
| Hold path depth | `2` |
| Vias in the first global route | `1932` |
| Commonest cells in the synthesized netlist | `dfxtp_1 (28), ha_1 (25), nor2_1 (25)` |
| Max VDD drop | `199 µV` |
| Clk_skew | `0.00709 ns` |
| 1st-iter DRT viols | `105` |
| Outcome | `finished clean` |
| Final setup vio count | `0` |
| Clk buf depth | `2` |
| Synth mux share | `4.35%` |
| Area fraction in xor and xnor cells | `6.73%` |
| Endpoints left unconstrained | `3` |
| GP Congestion | `0.810` |
| DP Area | `2990 µm²` |
| Core footprint | `5510 µm²` |
| Crit path capture type | `register` |
| Slew @ Worst Pin | `0.844 ns` |
| DIE WIDTH | `77.4 µm` |
| Distinct cell type count of the synthesized netlist | `48` |
| CTS tree | `done` |
| Final min period | `2.68 ns` |
| OpenROAD warnings | `34` |
| Root Driver | `clkbuf_8` |
| Slew headroom | `43.7%` |
| Die Y | `77.4 µm` |
| Detail Route Antenna Nets | `0` |
| CP startpoint kind | `register` |
| Post-synthesis adder-cell area fraction | `12.0%` |
| Pins Over Slew Limit | `0` |
| Worst r2r dst | `w_q[5]$_SDFFCE_PN0P_` |
| Period Utilization, post-route | `48.7%` |
| Routed WL | `5.06 mm` |
| Hold buffers post-CTS | `0` |
| Hold/Removal Path Class | `register to register` |
| Cell accounting for the most synthesized area | `edfxtp_1` |
| Fill cells | `477` |
| Rows | `27` |
| Top logic family | `simple AND/OR/NAND/NOR gates` |
| Pre-Place Util | `51.7%` |
| Max_cap viols | `0` |
| Post-CTS setup buffers | `0` |
| Final std cells w/o fill | `375` |
| Cells after Synth | `297` |
| Clock slew at reported path FFs | `0.09 ns` |
| CTS H-tree depth | `2` |
| Avg Cell Area, Syn | `9.58 µm²` |
| Final Hold Violation Tally | `0` |
| Hold Path End | `ps[4]$_DFF_P_` |
[kinds of logic (layout without fill, tap and decap cells)]
kind of cell / Yosys count / count (layout)
xor gates and xnor gates: 21 / 21
muxes: 12 / 12
AOI/OAI and AO/OA: 58 / 58
adders and majority gates: 27 / 27
DFF: 47 / 47
latches: 3 / 3
buffers and inverters: 29 / 35
and+or+nand+nor: 100 / 100
[worst max-delay path, cell delays in order, from the launching register on]
cell and delay [ns]:
edfxtp_1 0.49, inv_1 0.12, ha_1 0.22, nor2_1 0.07
xnor2_1 0.14, ha_1 0.35, a21oi_1 0.24, nand2_1 0.12
a31oi_1 0.21, xor2_1 0.11, a2111oi_0 0.39
[flip-flops by register name, indices dropped and copies added (netlist names)]
name,cells
ir_q,10
mar_q,11
op,3
pc_q,11
ps,7
w_q,8
[worst max-delay path by stage]
stage / start / to / slack (ns) / depth (start not counted)
after CTS: w_q[0]$_SDFFCE_PN0P_ / w_q[5]$_SDFFCE_PN0P_ / 2.79 / 10
after global routing: w_q[1]$_SDFFCE_PN0P_ / w_q[5]$_SDFFCE_PN0P_ / 2.57 / 10
final: w_q[0]$_SDFFCE_PN0P_ / w_q[5]$_SDFFCE_PN0P_ / 2.82 / 10
[per-stage QoR]
step	utilization (%)	setup slack, ns	hold slack [ns]
after floorplan	-	3.20	0.411
after global placement	54.2	2.81	0.428
after detailed placement	54.2	2.81	0.425
after CTS	55.9	2.79	0.448
after global routing	55.9	2.57	0.483
final	55.9	2.82	0.444
[cell type report]
type,count,area [µm²],share of cell area [%]
Clock buffer,5,68.8,2.24
Sequential cell,50,1180,38.2
Clock inverter,3,22.5,0.732
Tap cell,72,90.1,2.93
Multi-Input combinational cell,218,1560,50.6
Inverter,17,63.8,2.07
Timing Repair Buffer,10,97.6,3.17
[per-layer routing]
| metal | vias to the layer above | GRT usage [%] | share of wire (%) |
|---|---|---|---|
| met5 | - | 0 | 0 |
| met4 | 0 | 3.21 | 1.4 |
| met3 | 7 | 2.03 | 1.8 |
| met2 | 17 | 33.3 | 50 |
| met1 | 925 | 27.1 | 47 |
| li1 | 1057 | - | - |
[power by group]
group          leakage [nW]  internal [W]  switching, W
registers             0.441      0.000369     0.0000106
clock network        0.0489     0.0000920      0.000119
logic                 0.713     0.0000234     0.0000252
total                  1.20      0.000484      0.000155
[placed cells by master (no fill, tap or decap), drive strengths merged, types with 3 or more instances in the layout]
master         instances
nor2                  27
a31oi                  5
o21ai                  9
nor2b                 10
a21oi                 23
ha                    25
nand2                 20
or3                    4
nand2b                12
clkbuf                 5
inv                   19
nand3                  5
dlxtn                  3
xnor2                 10
nor3                   3
mux2i                  9
and3                   4
nand4                  8
mux2                   3
clkdlybuf4s50          9
edfxtp                19
a211oi                 5
dfxtp                 28
xor2                  11
Power and IR drop assume default switching activity.
